--- flow/run.sh ---
#!/bin/bash
# OpenROAD 26Q1-2900-gdf79404cd8, Yosys 0.63+post, stock flow scripts
make -C /OpenROAD-flow-scripts/flow DESIGN_CONFIG=/design/flow/config.mk WORK_HOME=/design/flow/orfs finish
--- flow/config.mk ---
export PLATFORM = sky130hd
export DESIGN_NAME = mult
export DESIGN_NICKNAME = mult
export VERILOG_FILES = /design/flow/design.v
export SDC_FILE = /design/flow/constraint.sdc
export NUM_CORES = 4
export LEC_CHECK = 1
export CORE_UTILIZATION = 40
--- flow/constraint.sdc ---
current_design mult

set clk_period 4.3
set clk_io_pct 0.2

create_clock -name clk0 -period $clk_period [get_ports {clk}]

set non_clock_inputs [all_inputs -no_clocks]
set_input_delay [expr $clk_period * $clk_io_pct] -clock clk0 $non_clock_inputs
set_output_delay [expr $clk_period * $clk_io_pct] -clock clk0 [all_outputs]
--- flow/design.v ---
`timescale 1ns / 1ps
module mult#(
	parameter in_width = 4,
	parameter out_width = in_width*2)
	(
    input [in_width-1:0] data_multiplicand,
    input [in_width-1:0] data_multiplier,
    output reg [in_width-1:0] data_result,
    input ctrl_enable,
    output reg ctrl_done,
    input rst,
    input clk
    );
	reg [in_width-1:0] a;
	reg [in_width-1:0] b;
	reg [1:0] state;
	integer accum,i,j;
	reg[out_width-1:0] pp;
always @(posedge clk) begin : proc_mult
	if (rst == 1) begin
		state <= 0;
		ctrl_done <= 0;
	end else begin
		if (state == 0) begin
			if(ctrl_enable == 1) begin 
				state <= 1;
			end
		end
		if (state == 1) begin
			a <= data_multiplicand;
			b <= data_multiplier;
			ctrl_done <= 0;
			state <= 2;
			i <= 0;
			accum <= 0;
		end
		if(state == 2) begin
			if (i > 31) begin
				state <= 3;
			end else begin
				if (a[i] != 0) begin
					accum <= accum + (b<<i);
				end
				i <= i + 1;
			end
		end
		if(state == 3) begin
			data_result <= accum[31:0];
			if (ctrl_enable == 0) begin
				state <= 0;
				ctrl_done <= 0;
			end else begin
				ctrl_done <= 1;
			end
		end
	end
end
endmodule
==> results.cfg <==
; flow metrics
[global_routing]
antenna_found_initial = 0
overflow = 0
grt_pass1_vias = 1997
grt_pass1_wl_um = 10340
grt_max_degree = 40
grt_util_all_layers = 0.1832

[finish]
final_util = 0.4687
drive_gt1_frac = 0.06667
area_delta_synth_final_pct = 11.51

[synthesis]
ys_seq_elements = 53
ys.warnings.count = 1
logic_family = simple AND/OR/NAND/NOR gates
yosysUniqueCellTypes = 42
async_flop_share = 0
synthCells = 284
yosys_cells = 284
ys_seq_frac = 0.5310
mux_share = 0.02198
synthFlopType = edfxtp_1
ys_sh_adder = 0.02414
edf_count = 48
yosys.area_share.xor_xnor = 0.006034
compound_area_frac = 0.1664
synth-simple-area-share = 0.2254
syn_avg_cell_area_um2 = 10.22
yosys-stat-area_mm2 = 0.002903
syn-cell-area_mm2 = 0.002903

[clock_tree]
cts_inserted_buffers = 5
ctsHtreeMaxLevel = 2
clkLatencyLatePin_ns = 0.31
clk_path_buf_depth = 2
clock_sinks = 53
post_cts_buffers = 0
root_buffer = clkbuf_8
clk_pin_slew_ns = 0.10
hold_buffers = 0
cts_tree = yes
cts_resized = 0

[power]
powerDensity_mw_per_mm2 = 315.9
ir_drop_mv = 0.1359
power.leakage_uw = 0.001094

[floorplanning]
rows = 30
die_x_um = 87.19
fp_util = 0.4203
dieHeight_um = 87.19
io_pins = 16
core_mm2 = 0.006907
die-area_mm2 = 0.007601

[hold_path]
whs_endpoint = ctrl_done
holdPathStages = 2
hp-start = ctrl_done
hp-class = reg2reg

[sta]
final.min_clock_period_ns = 2.962
max_freq_mhz = 337.7
tightestPinTransition_ns = 0.7045
hold_viol_final = 0
fin_skew_ns = 0.009616
slew_headroom = 0.5260
slew_violations = 0
fin_crit_sh = 0.6888
setup_tns_ns = 0
rsz0062_at_grt = no
setup_viol = 0

[drt]
drtIter0Drc = 91
insertedDiodeCount = 0
wire_per_inst_um = 15.21
num_vias = 2250
drc = 0
vias_per_cell = 5.682
routed_wl_um = 6025
ant_nets = 0
drtPass1Iterations = 4

[critical_path]
critPathMaxFanout = 7
r2r_cells = 11
worstSetupPathType = reg2reg
crit_path_start_kind = register
rr_endpoint = accum[3]
arrival_ns = 3.03
endpoint_kind = register
r2r_start = i[24]
worst_ep_required_time_ns = 4.37
rrSetupSlack_ns = 1.34

[job]
warning_count = 25
max_cap_violations = 0

[run_status]
status = completed

[placed_design]
port_buffers = 15
dp_hpwl_um = 4120
gp_congestion = 0.7975
## routing by layer
layer / global-route usage / up-vias / wire (um)
li1: - / 1126 / -
met1: 0.3423 / 1084 / 3146
met2: 0.2448 / 33 / 2597
met3: 0.02885 / 7 / 211
met4: 0.02385 / 0 / 70
met5: 0 / - / 0
## sequential cells by signal (all words and copies together) (netlist names)
| name | count |
|---|---|
| ctrl_done | 1 |
| i | 32 |
| b | 4 |
| data_result | 4 |
| accum | 4 |
| state | 4 |
| a | 4 |
## Yosys cell counts, drive strengths merged, types with 3 or more instances
library cell,count,area share
inv,5,0.0065
dfxtp,5,0.034
nor4,8,0.025
nand2,36,0.047
edfxtp,48,0.50
o21ai,45,0.079
a21oi,7,0.012
nand3,14,0.024
mux2i,3,0.010
o31ai,11,0.028
nor2,25,0.033
a31oi,9,0.019
and2,4,0.0086
and3,9,0.019
and4,3,0.0091
clkbuf,3,0.0039
nand4,11,0.026
buf,8,0.015
ha,4,0.017
nor3,5,0.0086
## worst max path at each step
stage          from        to  slack, ns  depth (start not counted)
CTS           i[24]  accum[3]       1.33                         11
finish        i[24]  accum[3]       1.34                         11
global route  i[24]  accum[3]       1.13                         11
## cell usage in the layout, fill, tap and decap left out, types with 5 or more instances in the layout
cell type and count:
a31oi_1 9, nand3_1 14, nand2_1 36, nor2_1 24
nand4_1 10, clkdlybuf4s50_1 15, o21ai_0 22, o21ai_1 22
o31ai_1 11, dfxtp_1 5, clkbuf_8 5, inv_1 5
a21oi_1 7, edfxtp_1 48, nor4_1 6, and3_1 9
nor3_1 5
## stage by stage
| step | power [uW] | instances | instance area, um2 | setup slack, ns | hold slack (ns) |
|---|---|---|---|---|---|
| final | 1023 | 396 | 3237 | 1.338 | 0.4640 |
| after detailed placement | 755.1 | 388 | 3149 | 1.355 | 0.4574 |
| after floorplan | 716.0 | 284 | 2903 | 1.685 | 0.4158 |
| after CTS | 1036 | 396 | 3237 | 1.331 | 0.4706 |
| after global placement | 753.7 | 388 | 3149 | 1.429 | 0.4496 |
| after global routing | 1079 | 396 | 3237 | 1.130 | 0.4916 |
## power breakdown
part           internal (uW)  switching, uW
combinational           44.2           53.6
sequential               602           43.7
clock                    115            164
total                    761            261
## cells by family after synthesis
family / Yosys count
mux: 5
xor+xnor: 2
compound gates: 82
simple gates: 121
fa+ha+maj: 5
buf+inv: 16
flops: 53
## worst max-delay path, cell delays in order (launching register included)
cell and delay [ns]:
edfxtp_1 0.49, nor4_1 0.35, nand4_1 0.27, nor2_1 0.22
nand2_1 0.11, nor3_1 0.32, ha_1 0.30, a21o_1 0.16
a21oi_1 0.17, xnor2_1 0.13, nand2_1 0.08, mux2i_1 0.13
## cell type report
class                   instances  area, um2
well taps                      96      120.1
multi-input cells             215       1289
repair buffers                 19      180.2
inverters                       5      18.77
flip-flops and latches         53       1541
clock inverters                 2      15.01
fillers                       659       3670
clock buffers                   6      72.57
No activity file was given, so power comes from the tool's default toggle rates.
