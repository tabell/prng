==> flow/design.v <==
`timescale 1ns / 1ps
module div(
    input clk,
    input en,
    input [31:0] y,
    input [31:0] x,
    output reg [31:0] q,
    output reg [31:0] r,
    output reg done
    );
reg [31:0] orig_x;  
reg [2:0]  state;  
reg [31:0] dividend;  
reg [31:0] divisor;  
reg [5:0] m;  
reg [5:0] n;  
reg [4:0] i;  
reg [4:0] i2;  
reg [31:0] tmp_q;
reg [31:0] tmp2;
reg [4:0] tmp3;
reg trivial;
always @(posedge clk) begin : proc_divide
	if(en) begin  
		state <= 0;
		done <= 0;
		dividend <= y;
		divisor <= x;
		orig_x <= x;
		tmp_q <= 0;
		r <= 0;
		trivial <= 0;
    i <= 0;
		for (i2 = 0; i2 < 31; i2 = i2 +1) begin
		  	if (y[i2] == 1) begin
		  		m <= i2;
		  	end
		  	if (x[i2] == 1) begin
		  		n <= i2;
		  	end
		end
	end else begin
		if (state == 0) begin 
			done <= 0;
			tmp3 <= $signed(m) - $signed(n);
			if ($signed($signed(m) - $signed(n)) < 0) begin
				state <= 3;
			end
			else state <= 1;
			tmp2 <= 0;
		end
		if (state == 1) begin 
			i <= i + 1;
			if (i >= (m - n)) begin
				state <= 2;
			end
			if ($signed(dividend) > 0) begin
				dividend <= dividend - (divisor << (m - n - i));
				tmp_q <= tmp_q + (1 << (m - n - i));
			end else begin
				dividend <= dividend + (divisor << (m - n - i));
				tmp_q <= tmp_q - (1 << (m - n - i));
			end
		end
		if (state == 2) begin 
			if ($signed(dividend) >= $signed(divisor)) begin
				dividend <= ($signed(dividend) - $signed(divisor));
				tmp_q <= ($signed(tmp_q) + 1);
			end
			if ($signed(dividend) < 0) begin
				dividend <= ($signed(dividend) + $signed(divisor));
				tmp_q <= ($signed(tmp_q) - 1);
			end
			state <= 3;
		end
		if (state == 3) begin 
			r <= dividend;
			q <= tmp_q;
			if (tmp2 == 0) begin
				done <= 1;
				tmp2 <= 1;
			end
			else done <= 0;
			state <= 3;  
		end
	end
end
endmodule
==> flow/run.sh <==
#!/bin/bash
# OpenROAD 26Q1-2900-gdf79404cd8, Yosys 0.63+post, stock flow scripts
make -C /OpenROAD-flow-scripts/flow DESIGN_CONFIG=/design/flow/config.mk WORK_HOME=/design/flow/orfs finish
==> flow/config.mk <==
export PLATFORM = sky130hd
export DESIGN_NAME = div
export DESIGN_NICKNAME = div
export VERILOG_FILES = /design/flow/design.v
export SDC_FILE = /design/flow/constraint.sdc
export NUM_CORES = 4
export LEC_CHECK = 1
export CORE_UTILIZATION = 40
==> flow/constraint.sdc <==
current_design div

set clk_period 16.6
set clk_io_pct 0.2

create_clock -name clk0 -period $clk_period [get_ports {clk}]

set non_clock_inputs [all_inputs -no_clocks]
set_input_delay [expr $clk_period * $clk_io_pct] -clock clk0 $non_clock_inputs
set_output_delay [expr $clk_period * $clk_io_pct] -clock clk0 [all_outputs]
==> flow_metrics.py <==
# Physical implementation metrics
metrics = {
    "status": {
        "status": "finished with violations",
        "violations": "DRC",
    },
    "grt": {
        "grt_usage": 0.300,
        "grt_pass1_vias": 17626,
        "antenna_found_initial": 0,
        "grt_max_degree": 65,
        "grt-ovfl-total": 0,
        "grt_pass1_wl_um": 106000,
    },
    "floorplan": {
        "ios": 131,
        "rows": 79,
        "die_area_sq_mm": 0.0485,
        "initCoreUtil": 0.407,
        "core_sq_mm": 0.0468,
        "die_width_um": 220,
        "chipHeight_um": 220,
    },
    "power": {
        "pwr-share-comb": 0.748,
        "switching_power_mw": 2.33,
        "p_leak_nw": 8.58,
        "seqPwrFrac": 0.158,
        "power.internal_mw": 2.21,
        "p_clk_frac": 0.094,
        "ir_drop_mv": 0.0725,
        "powerDensity_mw_per_mm2": 211,
        "power.total_mw": 4.53,
        "sw_frac_of_total": 0.513,
    },
    "worst_setup_path": {
        "arrival_ns": 8.06,
        "critPathMaxStageDelay_ns": 0.60,
        "worstSetupStartpointType": "flop",
        "cp_top_family": "AND-OR/OR-AND gates",
        "critPathKind": "flop to flop",
        "cp_max_fo": 18,
        "worstSetupEndpointType": "flop",
        "critPathBufInv": 1,
        "cp_slowest_cell": "nor2_1",
        "cpMostUsedCell": "ha_1",
        "worstPathRequired_ns": 17.00,
    },
    "timing": {
        "worst_slew_pin_slew_ns": 0.925,
        "finalSetupViolations": 0,
        "rsz0062_at_grt": "no",
        "fmax_mhz": 131,
        "fin_setup_tns_ns": 0,
        "period_used_share": 0.461,
        "max-slew-margin-rel": 0.382,
        "maxSlewViolCount": 0,
        "final-hold-violation-count": 0,
        "clock_skew_ns": 0.0194,
        "fin_crit_ns": 7.65,
    },
    "clock_tree": {
        "cts_resized": 0,
        "cts_made_buffers": 17,
        "clk_pin_slew_ns": 0.08,
        "cts_tree": "yes",
        "post-cts-setup-buffer-count": 0,
        "insertion_delay_ns": 0.51,
        "clock_sinks": 182,
        "cts_hold_buffers": 0,
        "clockBufferDepth": 2,
        "ctsRootBufferMaster": "clkbuf_16",
        "h-tree-depth": 4,
    },
    "logic_synthesis": {
        "yosys.area.top_type_share": 0.117,
        "ys_warn_count": 1,
        "syn_avg_cell_area_sq_um": 7.85,
        "top_cells_by_area": "edfxtp_1, dfxtp_1, ha_1",
        "synth_cells": 2426,
        "synthFlopType": "dfxtp_1",
        "ys_chip_area_sq_mm": 0.0190,
        "syn_area_sq_mm": 0.0190,
        "ys_seq_elements": 182,
        "synth_top_cell_by_count": "nor2_1",
        "yosys.area.top_type": "edfxtp_1",
        "async_flop_share": 0,
        "synth_stat.cells": 2426,
        "yosysUniqueCellTypes": 86,
        "edf_count": 74,
        "common_cells": "nor2_1, nand2_1, a21oi_1, ha_1, o21ai_0",
        "seq_area_frac_synth": 0.230,
    },
    "route": {
        "drt_first_iter_violations": 1328,
        "vias_per_cell": 6.02,
        "dr.pass1.iters": 51,
        "vias": 18691,
        "routed_wl_um": 70600,
        "drc": 7,
        "wl_per_cell_um": 22.8,
        "diodes": 0,
        "antenna_left": 0,
    },
    "final_layout": {
        "fill_cells": 4545,
        "syn_to_final_growth_pct": 12.9,
        "final_area_sq_mm": 0.0215,
        "drive_gt1_frac": 0.0573,
        "layout.cells.non_filler": 3103,
        "utilization": 0.460,
    },
    "place": {
        "finalWeightedCongestion": 1.01,
        "placed_area_sq_mm": 0.0209,
        "dp.cells": 3071,
        "portBuffers": 130,
        "post-dp-hpwl_um": 54400,
    },
    "flow_run": {
        "tool_warnings": 64,
        "maxCapViolCount": 0,
    },
    "worst_hold_path": {
        "min_path_type": "flop to flop",
    },
}
==> worst reg2reg max path: cells and delay by family (launching register included) <==
family | cells | cell delay, ns
AND/OR/NAND/NOR | 9 | 2.30
AND-OR/OR-AND | 7 | 2.29
adder cells (fa/ha/maj) | 5 | 1.66
XOR/XNOR | 4 | 0.66
flip-flops | 1 | 0.36
buffers and inverters | 1 | 0.26
==> metrics by stage <==
step	worst slack, ns	hold slack [ns]
after floorplan	10.38	0.435
after global placement	9.21	0.457
after detailed placement	9.05	0.462
after CTS	9.03	0.483
after global routing	8.32	0.497
final	8.95	0.495
==> sequential cells by signal, summed over array words and instances (netlist names) <==
signal and count:
tmp2 2, r 32, m 5, state 4, i 5, done 1, q 32, divisor 32
n 5, tmp_q 32, dividend 32
==> cell families after synthesis <==
| logic type | after synthesis | share of synthesized area |
|---|---|---|
| compound gates | 742 | 0.251 |
| xor+xnor | 191 | 0.0887 |
| fa+ha+maj | 153 | 0.103 |
| buf+inv | 249 | 0.0516 |
| flops | 182 | 0.230 |
| mux | 119 | 0.0834 |
| simple gates | 790 | 0.192 |
==> layer usage <==
layer | routed length, um | global-route usage
met2 | 32400 | 0.473
met4 | 3550 | 0.134
met3 | 4790 | 0.0605
met1 | 29900 | 0.403
met5 | 46 | 0.00707
==> placed cells by master (no fill, tap or decap), types with 60 or more instances in the layout <==
cell type	synthesis	routed
mux2i_1	75	75
a21oi_1	216	215
nand2_1	224	224
ha_1	147	146
dfxtp_1	108	105
edfxtp_1	74	74
nor2_1	257	256
clkdlybuf4s50_1	0	129
a21o_1	67	67
o21ai_0	133	132
inv_1	115	115
xnor2_1	128	127
xor2_1	61	60
nor3_1	74	74
==> power by group through the flow <==
stage	clock, mW	combinational [mW]	sequential, mW
global route	0.452	3.74	0.727
CTS	0.439	3.36	0.711
finish	0.427	3.39	0.714
==> final cells by class <==
| type | count | area, sq um | share of cell area |
|---|---|---|---|
| multi-input cells | 1995 | 13700 | 0.638 |
| flip-flops and latches | 182 | 4390 | 0.204 |
| repair buffers | 170 | 1600 | 0.0744 |
| well taps | 607 | 759 | 0.0353 |
| clock buffers | 19 | 443 | 0.0206 |
| inverters | 117 | 439 | 0.0204 |
| clock inverters | 13 | 148 | 0.00687 |
==> final timing paths <==
| check | end | slack, ns | depth (start not counted) | startpoint |
|---|---|---|---|---|
| setup / recovery | dividend[30]$_DFF_P_ | 8.95 | 26 | n[0]$_SDFFCE_PP0P_ |
| hold / removal | tmp2[0]$_DFF_P_ | 0.49 | 2 | tmp2[0]$_DFF_P_ |
| setup reg to reg | dividend[30]$_DFF_P_ | 8.95 | 26 | n[0]$_SDFFCE_PP0P_ |
| hold reg to reg | tmp2[0]$_DFF_P_ | 0.49 | 2 | tmp2[0]$_DFF_P_ |
No activity file was given, so power comes from the tool's default toggle rates.
